==> flow/design.v <==
`timescale 1ns/1ns
module neo_zmc2(
	input CLK_12M,
	input EVEN,
	input LOAD,
	input H,
	input [31:0] CR,
	output [3:0] GAD, GBD,
	output DOTA, DOTB
);
	zmc2_dot ZMC2DOT(CLK_12M, EVEN, LOAD, H, CR, GAD, GBD, DOTA, DOTB);
endmodule
`timescale 1ns/1ns
module zmc2_dot(
	input CLK_12M,
	input EVEN,
	input LOAD,
	input H,
	input [31:0] CR,
	output reg [3:0] GAD, GBD,
	output reg DOTA, DOTB
);
	reg [31:0] SR;
	always @(negedge CLK_12M)
	begin
		if (LOAD) SR <= CR;
		else if (H) SR <= {SR[29:24], 2'b00, SR[21:16], 2'b00, SR[13:8], 2'b00, SR[5:0], 2'b00};
		else SR <= {2'b00, SR[31:26], 2'b00, SR[23:18], 2'b00, SR[15:10], 2'b00, SR[7:2]};
	end
	always @*
	begin
		case ({EVEN, H})
			3: {GBD, GAD} <= {SR[31], SR[23], SR[15], SR[7], SR[30], SR[22], SR[14], SR[6]};
			2: {GBD, GAD} <= {SR[24], SR[16],  SR[8], SR[0], SR[25], SR[17],  SR[9], SR[1]};
			1: {GBD, GAD} <= {SR[30], SR[22], SR[14], SR[6], SR[31], SR[23], SR[15], SR[7]};
			0: {GBD, GAD} <= {SR[25], SR[17],  SR[9], SR[1], SR[24], SR[16],  SR[8], SR[0]};
		endcase
		{DOTA, DOTB} <= {|GAD, |GBD};
	end
endmodule
==> flow/run.sh <==
#!/bin/bash
# OpenROAD 26Q1-2900-gdf79404cd8, Yosys 0.63+post, stock flow scripts
make -C /OpenROAD-flow-scripts/flow DESIGN_CONFIG=/design/flow/config.mk WORK_HOME=/design/flow/orfs finish
==> flow/config.mk <==
export PLATFORM = sky130hd
export DESIGN_NAME = neo_zmc2
export DESIGN_NICKNAME = neo_zmc2
export VERILOG_FILES = /design/flow/design.v
export SDC_FILE = /design/flow/constraint.sdc
export NUM_CORES = 4
export LEC_CHECK = 1
export CORE_AREA = 10 10 112 112
export DIE_AREA = 0 0 122 122
==> flow/constraint.sdc <==
current_design neo_zmc2

set clk_period 1.9
set clk_io_pct 0.2

create_clock -name clk0 -period $clk_period [get_ports {CLK_12M}]

set non_clock_inputs [all_inputs -no_clocks]
set_input_delay [expr $clk_period * $clk_io_pct] -clock clk0 $non_clock_inputs
set_output_delay [expr $clk_period * $clk_io_pct] -clock clk0 [all_outputs]
==> summary.txt <==
Latest figures from synthesis and place and route.

The number of warning messages in the logs is 60. For this run, the detailed router's first-pass iteration total came to 4. No sink is reached through more buffers than the 2 on the longest clock path.

The max-capacitance violation count is 0. The endpoint arrival time on the critical path is 2.78 ns. The power report attributes to the clock group a share of 0.427. Data on the critical path is required at its endpoint by 1.52 ns. At the end of the flow the core is filled with cells to 0.2441.

Internal power comes to 1510 µW. The number of standard cells reported by yosys is 122. According to the floorplan report, the die height is 122 µm. The total die area is 0.01488 mm². The antenna diode instance count is 0. The transition time recorded at the tightest slew-check pin is 0.2515 ns.

The floorplan utilization is 0.1315. The yosys stat chip area is 0.001345 mm². The skew report gives the latency at the later pin of the worst-skew pair as 0.35 ns. By area the synthesized netlist is led by dfxtp_1 (48%), mux4_2 (13%), mux2i_1 (12%), a22o_1 (9.8%), o21ai_0 (6.3%). For this run, the number of Yosys warnings is 1. Per STA, the worst path is made up of mux4_2, or4_4, buf_2. A synthesized cell averages 11.02 µm². The share of total power dissipated in combinational logic is 0.202. The via count of the first global-routing pass was 1401.

The cell area after layout is 0.002497 mm². The initial antenna violation count is 0. The overall global routing resource usage is 0.06014.

The clock skew is 0.01359 ns. The net switching share of the total power is 0.2830. The proportion of netlist area held by the largest area contributor is 0.4763. The share of post-route cells with drive strength above 1 is 0.3406. The area added between synthesis and finish is 85.67%. The cell with the largest stage delay on the worst path is or4_4. The area of the core is 0.01023 mm².

The cell type that accounts for the most area after synthesis is dfxtp_1. The endpoint kind of the worst setup timing path is a primary output. Entering global routing, the biggest net connects 24 pins.

The HPWL after detailed placement is 3.541 mm. According to the floorplan report, the die width is 122 µm. The I/O pin total is 46. The CTS log lists the clock sinks for this run as 32. The leakage power is 0.001162 µW. Per the CTS log, the maximum H-tree level is 2.

The final reports fail on negative setup slack. The total CTS buffers is 5. The register with the most flip-flops in the layout has 32 of them. The number of I/O port buffers is 45. The final tally of setup violations is 10. Pins over their slew limit in the final report were tallied at 0. The reported net switching power is 596.1 µW. The headroom to the max-slew limit is 0.8320. Summed over all failing endpoints, the final setup total negative slack is -9.575 ns.

The peak per-stage delay on the critical path is 0.55 ns. The synthesized netlist cell count is 122. After layout, the worst setup slack is -1.265 ns. Recorded from the global router log, the overflow total was 0. In this run the core area contains 37 standard-cell rows.

The kind of critical path is reg2out. The register with the most flip-flops in the final layout is ZMC2DOT.SR. On the final layout, the worst hold slack is 0.4431 ns. The placement stage leaves a total instance area of 0.002135 mm². For this design the ratio of total power to cell area is 843.4 mW/mm².

The number of synthesized register bits is 32. In this run the clock root is driven by a clkbuf_8. The total of fill cells in the finished design is 1059. The largest registers in the layout are ZMC2DOT.SR x32. The distinct cell type count of the synthesized netlist is 14.

The total wirelength of the detailed-routed design is 4.531 mm. The analysis reports a worst IR drop on VDD of 299.8 µV. The clock tree from TritonCTS is yes. The violation tally from detailed-route iteration zero is 42. The critical path maximum fanout is 3. The routed layout has 1276 vias. The sequential group share of total power is 0.371.

The first global-routing pass estimated 6.906 mm of wire. The clock transition at the registers of the reported paths is 0.04 ns. The count of final hold-check violations is 0.

The flow ran to the end, but the final reports show violations. Dividing the detail-routed wire length by the instance count gives 12.41 µm. The mean number of vias per cell is 3.496. The share of synthesized area occupied by flip-flops and latches is 0.4763. The final weighted congestion recorded by global placement is 0.8136. The kind of path behind the tightest hold check is reg2reg. TritonRoute reported its final design rule violation total as 0. The cell area after technology mapping is 0.001345 mm². The worst setup path is launched from a flop. Setup repair after global routing could not meet its margin everywhere.

In this run the remaining antenna-violating nets after routing total 0.
[worst max-delay path: cells and delay by family (launching register included)]
family / cells / cell delay, ns
muxes: 1 / 0.49
and+or+nand+nor: 1 / 0.55
DFF: 1 / 0.31
buffers and inverters: 1 / 0.13
[area by class of cell]
cell class	instances	area (µm²)	share of cell area
timing repair buffer	79	768.2	0.3076
clock buffer	5	68.82	0.02756
sequential	32	655.6	0.2625
tap	136	170.2	0.06814
multi-input combinational	78	674.4	0.2700
clock inverter	35	160.2	0.06413
[placed cells by master, fill, tap and decap left out]
cell	synthesis	layout
nor2_4	0	1
o21ai_1	0	17
or4_4	0	2
clkdlybuf4s50_1	0	33
nor2b_4	0	1
dfxtp_2	0	12
bufinv_16	0	1
inv_1	1	33
nand2_1	18	17
a22o_1	15	15
mux2i_1	16	16
buf_2	2	4
dfxtp_1	32	20
buf_6	1	18
inv_4	0	1
buf_12	0	3
nand2_2	0	1
clkbuf_2	0	1
clkbuf_8	0	5
buf_4	0	20
mux4_2	8	8
[metal layers]
metal / GRT usage / share of wire / up-vias
li1: - / - / 660
met1: 0.07526 / 0.46 / 575
met2: 0.08210 / 0.44 / 37
met3: 0.04272 / 0.096 / 4
met4: 0.01416 / 0.0038 / 0
met5: 0 / 0 / -
[final timing paths]
kind / start / endpoint / slack [ns] / depth (start not counted)
worst max-delay path: ZMC2DOT.SR[6]$_DFF_N_ / DOTA / -1.26 / 3
worst max register to register: ZMC2DOT.SR[24]$_DFF_N_ / ZMC2DOT.SR[26]$_DFF_N_ / 1.12 / 3
worst min-delay path: ZMC2DOT.SR[28]$_DFF_N_ / ZMC2DOT.SR[30]$_DFF_N_ / 0.44 / 2
worst min register to register: ZMC2DOT.SR[28]$_DFF_N_ / ZMC2DOT.SR[30]$_DFF_N_ / 0.44 / 2
[cell families after synthesis]
kind of cell / count (synthesis) / share of synthesized area
AOI/OAI and AO/OA: 32 / 0.1609
buffers and inverters: 12 / 0.04093
DFF: 32 / 0.4763
muxes: 24 / 0.2530
and+or+nand+nor: 22 / 0.06883
[Yosys cell counts (all sizes together)]
cell    number
mux4         8
o21ai       17
nor2         1
clkbuf       7
mux2i       16
inv          1
a22o        15
dfxtp       32
or4          2
nor2b        1
buf          4
nand2       18
[metrics by stage]
stage	std cells	setup slack [ns]	power (µW)
after floorplan	122	-0.6350	1045
after global placement	318	-1.221	1265
after detailed placement	318	-1.221	1266
after CTS	363	-1.269	2142
after global routing	365	-1.309	2271
final	365	-1.265	2106
[what timing repair did]
item                       4_1_cts  5_1_grt
setup endpoints to repair       18       19
pin swaps                        4        6
gates resized                   51       10
setup buffers                    6        4
hold buffers                     0        0
[power groups by stage]
stage	clock (µW)	sequential [µW]	combinational [µW]
4_1_cts	942	780	421
5_1_grt	1020	787	459
6_report	900	781	425
Power is estimated from default activity; no workload was simulated.
