==> flow/run.sh <==
#!/bin/bash
# OpenROAD 26Q1-2900-gdf79404cd8, Yosys 0.63+post, stock flow scripts
make -C /OpenROAD-flow-scripts/flow DESIGN_CONFIG=/design/flow/config.mk WORK_HOME=/design/flow/orfs finish
==> flow/config.mk <==
export PLATFORM = sky130hd
export DESIGN_NAME = neo_d0
export DESIGN_NICKNAME = neo_d0
export VERILOG_FILES = /design/flow/design.v
export SDC_FILE = /design/flow/constraint.sdc
export NUM_CORES = 4
export LEC_CHECK = 1
export CORE_AREA = 10 10 74 74
export DIE_AREA = 0 0 84 84
==> flow/constraint.sdc <==
current_design neo_d0

set clk_period 1.7
set clk_io_pct 0.2

create_clock -name clk0 -period $clk_period [get_ports {nBITWD0}]
create_clock -name clk1 -period $clk_period [get_ports {nSDW}]

set non_clock_inputs [all_inputs -no_clocks]
set_input_delay [expr $clk_period * $clk_io_pct] -clock clk0 $non_clock_inputs
set_output_delay [expr $clk_period * $clk_io_pct] -clock clk0 [all_outputs]
==> flow/design.v <==
`timescale 1ns/1ns
module neo_d0(
	output reg CLK_24M,
	input nRESET, nRESETP,
	output CLK_12M,
	output CLK_68KCLK,
	output CLK_68KCLKB,
	output CLK_6MB,
	output CLK_1MB,
	input M68K_ADDR_A4,
	input nBITWD0,
	input [5:0] M68K_DATA,
	input [15:11] SDA_H,
	input [4:2] SDA_L,
	input nSDRD, nSDWR, nMREQ, nIORQ,
	output nZ80NMI,
	input nSDW,
	output nSDZ80R, nSDZ80W, nSDZ80CLR,
	output nSDROM, nSDMRD, nSDMWR,
	output SDRD0, SDRD1,
	output n2610CS, n2610RD, n2610WR,
	output nZRAMCS,
	output [2:0] BNK,
	output [2:0] P1_OUT,
	output [2:0] P2_OUT
);
	initial
		CLK_24M = 0;
	always
		#20.8 CLK_24M = !CLK_24M;		 
	reg [2:0] REG_BNK;
	reg [5:0] REG_OUT;
	clocks CLK(CLK_24M, nRESETP, CLK_12M, CLK_68KCLK, CLK_68KCLKB, CLK_6MB, CLK_1MB);
	z80ctrl Z80CTRL(SDA_L, SDA_H, nSDRD, nSDWR, nMREQ, nIORQ, nSDW, nRESET, nZ80NMI, nSDZ80R, nSDZ80W,
				nSDZ80CLR, nSDROM, nSDMRD, nSDMWR, SDRD0, SDRD1, n2610CS, n2610RD, n2610WR, nZRAMCS);
	assign {P2_OUT, P1_OUT} = nRESETP ? REG_OUT : 6'b000000;
	assign BNK = nRESETP ? REG_BNK : 3'b000;
	always @(negedge nBITWD0)
	begin
		if (M68K_ADDR_A4)
			REG_BNK <= M68K_DATA[2:0];
		else
			REG_OUT <= M68K_DATA[5:0];
	end
endmodule
`timescale 1ns/1ns
module z80ctrl(
	input [4:2] SDA_L,
	input [15:11] SDA_U,
	input nSDRD, nSDWR,
	input nMREQ, nIORQ,
	input nSDW,						 
	input nRESET,
	output reg nZ80NMI,
	output nSDZ80R, nSDZ80W,	 
	output nSDZ80CLR,				 
	output nSDROM,
	output nSDMRD, nSDMWR,
	output nSDRD0, nSDRD1,
	output n2610CS,
	output n2610RD, n2610WR,
	output nZRAMCS
);
	reg nNMI_EN;
	wire nIORD, nIOWR;
	wire nNMI_SET, nNMI_RESET;
	assign nSDROM = &{SDA_U};
	assign nZRAMCS = ~nSDROM;
	assign nSDMRD = nMREQ | nSDRD;	 
	assign nSDMWR = nMREQ | nSDWR;	 
	assign nIORD = nIORQ | nSDRD;		 
	assign nIOWR = nIORQ | nSDWR;		 
	assign nSDZ80R = (nIORD | SDA_L[3] | SDA_L[2]);
	assign nSDZ80CLR = (nIOWR | SDA_L[3] | SDA_L[2]);
	assign n2610RD = (nIORD | SDA_L[3] | ~SDA_L[2]);
	assign n2610WR = (nIOWR | SDA_L[3] | ~SDA_L[2]);
	assign n2610CS = n2610RD & n2610WR;
	assign nSDRD0 = (nIORD | ~SDA_L[3] | SDA_L[2]);
	assign nNMI_SET = (nIOWR | ~SDA_L[3] | SDA_L[2]);
	assign nSDRD1 = (nIORD | ~SDA_L[3] | ~SDA_L[2]);
	assign nSDZ80W = (nIOWR | ~SDA_L[3] | ~SDA_L[2]);
	assign nNMI_RESET = nSDZ80R & nRESET;
	always @(posedge nNMI_SET or negedge nRESET)
	begin
		if (!nRESET)
			nNMI_EN <= 1'b1;
		else
			nNMI_EN <= SDA_L[4];
	end
	always @(posedge nSDW or negedge nNMI_RESET)
	begin
		if (!nNMI_RESET)
			nZ80NMI <= 1'b1;
		else
			nZ80NMI <= nNMI_EN;
	end
endmodule
`timescale 1ns/1ns
module clocks(
	input CLK_24M,
	input nRESETP,
	output CLK_12M,
	output reg CLK_68KCLK = 1'b0,	 
	output CLK_68KCLKB,
	output CLK_6MB,
	output reg CLK_1MB
);
	reg [2:0] CLK_DIV;
	wire CLK_3M;
	always @(posedge CLK_24M)
		CLK_68KCLK <= ~CLK_68KCLK;
	assign CLK_68KCLKB = ~CLK_68KCLK;
	always @(negedge CLK_24M or negedge nRESETP)
	begin
		if (!nRESETP)
			CLK_DIV <= 3'b100;
		else
			CLK_DIV <= CLK_DIV + 1'b1;
	end
	assign CLK_12M = CLK_DIV[0];
	assign CLK_6MB = ~CLK_DIV[1];
	assign CLK_3M = CLK_DIV[2];
	always @(posedge CLK_12M)
		CLK_1MB <= ~CLK_3M;
endmodule
==> results.json <==
{
  "ys_area_sq_um": 562,
  "unclocked_pins": 1,
  "io_buffers": 43,
  "cts.path.max_buffers": 2,
  "path_buffers": 1,
  "fp-utilization": 0.141,
  "die.size.x_um": 84,
  "io_pins": 51,
  "crit_family": "flip-flops",
  "vdd_drop_max_uv": 460,
  "met2_length_um": 905,
  "avgRoutedWirePerCell_um": 10.7,
  "critPathLaunchType": "flip-flop",
  "yosys_warnings": 4,
  "synth_area_sq_um": 562,
  "drive_gt1_frac": 0.269,
  "cp-endpoint": "BNK[0]",
  "postSynthCellCount": 51,
  "grt_setup_unrepaired": "yes",
  "status": "finished, violations left",
  "p_leak_uw": 0.000481,
  "cts_tree": "done",
  "antenna_found_initial": 0,
  "min_path_type": "in -> async",
  "path_depth": 2,
  "synthTopCellsByCount": "9 x and2_1, 9 x edfxtp_1, 6 x buf_4",
  "drc": 0,
  "wl_met1_um": 669,
  "coreArea_sq_um": 3970,
  "powerDensity_nw_per_um2": 676,
  "synthFlopType": "edfxtp_1",
  "flop_area_sq_um": 323,
  "logic_area_sq_um": 211,
  "cts_hold_buf": 0,
  "required_ns": 1.36,
  "violations": "negative setup slack",
  "total_power_uw": 722,
  "grt_pass1_wl_mm": 2.64,
  "die_area_sq_um": 7060,
  "gp_congestion": 0.775,
  "critPathMaxFanout": 1,
  "worst_path_largest_cell_delay_ns": 0.34,
  "grt_max_degree": 10,
  "drtIter0Drc": 3,
  "async_reset_ff_frac": 0.182,
  "hpwl_mm": 1.47,
  "crit_path_end_kind": "primary output",
  "viasPerCell": 3.41,
  "fin_util": 0.269,
  "first_pass_iters": 2,
  "overflow": 0,
  "dr_total_vias": 539,
  "critPathKind": "reg -> out",
  "num_rows": 23,
  "grt_pass1_vias": 584,
  "ys_seq_share": 0.575,
  "diodes": 0,
  "top_area_cell": "edfxtp_1",
  "crit_arrival_ns": 1.75,
  "htree_levels": 1,
  "edf_count": 9,
  "crit_path_start": "REG_BNK[0]",
  "ant_nets": 0,
  "final-hold-violation-count": 0,
  "wl_met3_um": 112,
  "nFillCells": 407,
  "stage_log_warnings": 38,
  "top_layer": "met3",
  "synth.avg_cell_area_sq_um": 11.0,
  "cp_slowest_cell": "edfxtp_1",
  "untimed_endpoints": 2,
  "drv_cap": 0,
  "globalRouteTotalUtil": 0.0438,
  "cts_made_buffers": 3,
  "yosys-top-cells-area": "edfxtp_1 48%, and2_1 10%, dfstp_2 9.4%, buf_4 8.0%, nand2_1 3.3%",
  "setup_slack_ns": -0.394,
  "path_cells": "and2_1 -> buf_2",
  "yosys.area.top_type_share": 0.481,
  "area_growth_pct": 90.2,
  "finalSetupViolations": 9,
  "routed_wl_mm": 1.69,
  "ys_seq_elements": 11,
  "clk_pin_slew_worst_paths_ns": 0.03,
  "ys_types": 17,
  "finalMaxSlewViolations": 0,
  "dieHeight_um": 84,
  "ctsRootBufferMaster": "clkbuf_8",
  "postCtsSetupBuffers": 0,
  "ys_cells": 51
}
==> cells in the final DEF, fill, tap and decap left out, drive strengths merged <==
cell type,n
clkdlybuf4s15,1
clkbuf,5
dfstp,2
nand2,5
a211o,1
and3,2
or4,1
conb,6
edfxtp,9
inv,11
or2,2
dlygate4sd2,10
nand3,1
nand2b,1
nor2,2
or3,2
and2,10
buf,14
clkdlybuf4s50,20
nor2b,3
==> power by group <==
part,internal (uW),switching [uW],total [uW]
combinational,78.4,35.7,114
sequential,292,3.13,295
clock,186,127,313
total,556,165,722
==> through the flow <==
stage	area, sq um	instances	hold slack, ns	TNS, ns	worst slack (ns)
floorplan	577	55	0.302	0	0.0530
global placement	1050	146	0.826	-11.74	-0.427
detailed placement	1050	146	0.822	-12.06	-0.460
CTS	1080	158	0.653	-3.55	-0.408
global route	1070	158	0.605	-3.94	-0.453
finish	1070	158	0.565	-3.43	-0.394
==> area by class of cell <==
| class | count | share of cell area |
|---|---|---|
| clock inverters | 10 | 0.0351 |
| flip-flops and latches | 11 | 0.302 |
| well taps | 50 | 0.0585 |
| repair buffers | 47 | 0.364 |
| multi-input cells | 36 | 0.198 |
| clock buffers | 3 | 0.0386 |
| inverters | 1 | 0.00351 |
==> registers in the layout (all words and copies together) (netlist names) <==
signal / flops
REG_OUT: 6
REG_BNK: 3
Z80CTRL.nNMI_EN: 1
Z80CTRL.nZ80NMI: 1
==> metal layers <==
metal  track usage  vias up
li1              -      271
met1        0.0451      245
met2        0.0794       23
met3        0.0197        0
met4       0.00913        0
met5             0        -
==> worst min-delay path by stage <==
stage                  from              end  slack, ns  cells after the start
after CTS             nIORQ  Z80CTRL.nZ80NMI       0.65                      3
final                 nSDRD  Z80CTRL.nZ80NMI       0.57                      3
after global routing  nSDRD  Z80CTRL.nZ80NMI       0.61                      3
==> what timing repair did <==
item	4_1_cts	5_1_grt
gates resized	49	4
pin swaps	3	0
setup endpoints to repair	30	13
==> logic make-up (layout without fill, tap and decap cells) <==
group           count (synthesis)  after routing  share of synthesized area
compound gates                  1              1                     0.0156
simple gates                   29             29                      0.303
flops                          11             11                      0.575
buf+inv                         8             61                     0.0935
other cells                     2              6                     0.0134
Power and IR drop assume default switching activity.
