`flow/design.v`:
```
`timescale 1ns/1ns
module pcm(
	input CLK_68KCLKB,
	input nSDROE, SDRMPX,
	input nSDPOE, SDPMPX,
	inout [7:0] SDRAD,
	input [9:8] SDRA_L,
	input [23:20] SDRA_U,
	inout [7:0] SDPAD,
	input [11:8] SDPA,
	input [7:0] D,
	output [23:0] A
);
	reg [1:0] COUNT;
	reg [7:0] RDLATCH;
	reg [7:0] PDLATCH;
	reg [23:0] RALATCH;
	reg [23:0] PALATCH;
	always @(posedge CLK_68KCLKB or negedge nSDPOE)
	begin
		if (!nSDPOE)
			COUNT <= 0;
		else
			if (!COUNT[1]) COUNT <= COUNT + 1'b1;
	end
	assign SDRAD = nSDROE ? 8'bzzzzzzzz : RDLATCH;
	always @*
		if (COUNT[1]) RDLATCH <= D;
	assign SDPAD = nSDPOE ? 8'bzzzzzzzz : PDLATCH;
	always @*
		if (!nSDPOE) PDLATCH <= D;
	assign A = nSDPOE ? RALATCH[23:0] : PALATCH[23:0];
	always @(posedge SDRMPX)
	begin
		RALATCH[7:0] <= SDRAD;
		RALATCH[9:8] <= SDRA_L[9:8];
	end
	always @(negedge SDRMPX)
	begin
		RALATCH[17:10] <= SDRAD;
		RALATCH[23:18] <= {SDRA_U[23:20], SDRA_L[9:8]};
	end
	always @(posedge SDPMPX)
	begin
		PALATCH[7:0] <= SDPAD;
		PALATCH[11:8] <= SDPA[11:8];
	end
	always @(negedge SDPMPX)
	begin
		PALATCH[19:12] <= SDPAD;
		PALATCH[23:20] <= SDPA[11:8];
	end
endmodule
```
`flow/run.sh`:
```
#!/bin/bash
# OpenROAD 26Q1-2900-gdf79404cd8, Yosys 0.63+post, stock flow scripts
make -C /OpenROAD-flow-scripts/flow DESIGN_CONFIG=/design/flow/config.mk WORK_HOME=/design/flow/orfs finish
```
`flow/config.mk`:
```
export PLATFORM = sky130hd
export DESIGN_NAME = pcm
export DESIGN_NICKNAME = pcm
export VERILOG_FILES = /design/flow/design.v
export SDC_FILE = /design/flow/constraint.sdc
export NUM_CORES = 4
export LEC_CHECK = 1
export CORE_UTILIZATION = 40
```
`flow/constraint.sdc`:
```
current_design pcm

set clk_period 1.0
set clk_io_pct 0.2

create_clock -name clk0 -period $clk_period [get_ports {CLK_68KCLKB}]
create_clock -name clk1 -period $clk_period [get_ports {SDPMPX}]
create_clock -name clk2 -period $clk_period [get_ports {SDRMPX}]

set non_clock_inputs [all_inputs -no_clocks]
set_input_delay [expr $clk_period * $clk_io_pct] -clock clk0 $non_clock_inputs
set_output_delay [expr $clk_period * $clk_io_pct] -clock clk0 [all_outputs]
```
==> reports/qor.yml <==
finish:
  final.fill_count: 310
  areaGrowthSynthToFinish_pct: 48.8
  post-route-util: 0.621
  layout-drive-gt1-share: 0.369
  stdcell_count: 245
die:
  chipArea_um2: 4440
  die.size.y_um: 66.6
  die_x_um: 66.6
  pin_count: 63
  rows: 23
  fp_util: 0.418
  core-area_um2: 4000
final_timing:
  untimed_endpoints: 32
  finalClockSkew_ns: 0.000151
  maxSlewViolCount: 0
  unclocked_regs: 16
  relSlewSlack: 0.888
  tightestPinTransition_ns: 0.169
  fin_setup_tns_ns: -10.97
  grt_setup_unrepaired: "yes"
  hold_viol: 0
  setup_viol: 24
  setup_ws_ns: -0.723
route:
  routed_via_density: 4.27
  first_pass_iters: 4
  drt_drc_violations_left: 0
  drtIter0Drc: 23
  antennaDiodeCount: 0
  drt-total-wl_um: 3210
  num_vias: 1045
  drt-wirelength-per-cell_um: 13.1
  antenna_left: 0
critical_path:
  required_ns: 0.80
  reg2reg_from: "COUNT[1]"
  crit_arrival_ns: 1.52
  critPathBufInv: 1
  r2r_slack_ns: 0.18
  reg2reg_depth: 1
  worst_setup_path_startpoint: "RALATCH[14]"
  cp-endpoint: "A[14]"
  path_depth: 2
  cp-start-kind: "flop"
  crit_family: "flip-flops"
  critPathMaxStageDelay_ns: 0.30
  cp_max_fo: 1
  crit_path_end_kind: "output port"
  r2r_end: "COUNT[1]"
  worst_path_max_delay_cell: "dfxtp_1"
  critPathKind: "reg -> out"
  path_cells: "mux2_4 -> buf_6"
synthesis:
  ys_cells: 97
  synth.top_cell.area_share: 0.575
  synth_top_cell_by_area: "dfxtp_1"
  yosysWarnings: 3
  top_cells_by_count: "48 x dfxtp_1, 20 x mux2_4, 8 x dlxtn_1, 8 x dlxtp_1, 4 x mux2_2"
  yosysMostFrequentCell: "dfxtp_1"
  yosysChipArea_um2: 1670
  async_flop_share: 0.0303
  synth_cells: 97
  avgSynthCellArea_um2: 17.2
  mappedNetlistArea_um2: 1670
  edf_count: 0
  synth_flops: 66
  ys_types: 11
  flop_cell: "dfxtp_1"
  top_cells_by_area: "dfxtp_1 58%, mux2_4 18%, dlxtn_1 7.2%"
placement:
  pre_cts_slack_ns: -0.655
  dp_hpwl_um: 2040
  place_inst: 190
  place.gp.congestion: 0.698
  io_buffers: 43
global_routing:
  grt_pass1_vias: 1099
  grt_usage: 0.162
  antenna_found_initial: 0
  grt_max_degree: 15
  grt_overflow: 0
  grt_first_pass_wirelength_um: 5130
status:
  failed_checks: "negative setup slack"
  status: "finished, violations left"
pwr:
  powerDensity_nw_per_um2: 1760
  p_total_w: 0.00438
  p_leak_nw: 1.25
  vdd_drop_max_mv: 1.15
run:
  tool_warnings: 120
  drv_cap: 0
cts:
  cts_tree: "yes"
  clk_pin_slew_ns: 0.06
hold_path:
  hold_path.class: "in -> reg"
[registers in the layout (all words and copies together), names as in the netlist]
name     flops
COUNT        2
PALATCH     24
RALATCH     24
SDPAD        8
SDRAD        8
[kinds of logic (layout without fill, tap and decap cells)]
| kind of cell | after synthesis | after routing | share of synthesized area |
|---|---|---|---|
| flip-flops | 50 | 50 | 0.605 |
| latches | 16 | 16 | 0.144 |
| buffers and inverters | 5 | 103 | 0.0352 |
| AND/OR/NAND/NOR | 1 | 1 | 0.00375 |
| multiplexers | 24 | 24 | 0.207 |
| XOR/XNOR | 1 | 1 | 0.00524 |
[layer usage]
layer | global-route usage | vias up | share of wire
li1 | - | 512 | -
met1 | 0.224 | 491 | 0.43
met2 | 0.259 | 33 | 0.49
met5 | 0 | - | 0
met4 | 0.0559 | 0 | 0.028
met3 | 0.0365 | 9 | 0.057
[power by group]
group | switching [W] | internal (W) | total, W
Clock | 0.000969 | 0.000946 | 0.00192
Sequential | 0.0000306 | 0.00211 | 0.00214
Combinational | 0.0000780 | 0.000242 | 0.000320
[final cells by class]
class	instances	area, µm²	share of cell area
Sequential cell	66	1260	0.507
Timing Repair Buffer	67	563	0.227
Multi-Input combinational cell	26	375	0.151
Clock buffer	10	128	0.0514
Clock inverter	26	97.6	0.0393
Tap cell	50	62.6	0.0252
[layout by cell type (no fill, tap or decap)]
cell type | Yosys | final
mux2_4 | 20 | 24
dlxtn_1 | 8 | 8
xnor2_1 | 1 | 1
clkbuf_1 | 0 | 1
inv_1 | 2 | 26
dfxtp_1 | 48 | 42
buf_2 | 0 | 24
buf_4 | 0 | 4
dlygate4sd3_1 | 0 | 17
clkdlybuf4s50_1 | 0 | 18
dfxtp_2 | 0 | 6
buf_12 | 2 | 2
dlxtp_1 | 8 | 8
buf_6 | 1 | 2
clkbuf_8 | 0 | 9
or2_2 | 1 | 1
dfrtp_1 | 2 | 2
[timing repair]
action,CTS,global route
hold endpoints to repair,18,0
setup endpoints to repair,24,24
setup buffers,4,0
resized,79,5
hold buffers,17,0
[worst min-delay path by stage]
| stage | start | to | slack [ns] | cells after the start |
|---|---|---|---|---|
| global route | SDRAD[4] | RALATCH[14] | 0.37 | 0 |
| CTS | SDPA[10] | PALATCH[10] | 0.39 | 1 |
| finish | SDRAD[4] | RALATCH[14] | 0.38 | 0 |
[per-stage QoR]
stage / instance area [µm²] / hold slack [ns]
after global placement: 2150 / 0.181
after global routing: 2480 / 0.369
final: 2480 / 0.383
after detailed placement: 2150 / 0.183
after CTS: 2470 / 0.386
after floorplan: 1670 / -0.0956
Power and IR drop assume default switching activity.
