<file path="config.mk">
export PLATFORM = sky130hd
export DESIGN_NAME = hshrink
export DESIGN_NICKNAME = hshrink
export VERILOG_FILES = /design/flow/design.v
export SDC_FILE = /design/flow/constraint.sdc
export NUM_CORES = 4
export LEC_CHECK = 1
export CORE_AREA = 10 10 76 76
export DIE_AREA = 0 0 86 86
</file>
<file path="constraint.sdc">
current_design hshrink

set clk_period 1.1
set clk_io_pct 0.2

create_clock -name clk0 -period $clk_period [get_ports {CK}]

set non_clock_inputs [all_inputs -no_clocks]
set_input_delay [expr $clk_period * $clk_io_pct] -clock clk0 $non_clock_inputs
set_output_delay [expr $clk_period * $clk_io_pct] -clock clk0 [all_outputs]
</file>
<file path="design.v">
`timescale 1ns/1ns
module BD3(
	input INPT,
	output OUTPT
);
	assign #5 OUTPT = INPT;
endmodule
`timescale 1ns/1ns
module FS2(
	input CK,
	input [3:0] P,
	input SD, L,
	output reg [3:0] Q = 4'd0
);
	always @(posedge ~CK)	 
	begin
		if (L)
			Q <= #1 P;					 
		else
			Q <= #1 {Q[2:0], SD};	 
	end
endmodule
`timescale 1ns/1ns
module hshrink(
	input [3:0] SHRINK,	 
	input CK, L,
	output OUTA, OUTB
);
	wire [3:0] nSHRINK;
	wire [3:0] U193_REG;
	wire [3:0] T196_REG;
	wire [3:0] U243_REG;
	wire [3:0] U226_REG;
	wire [3:0] U193_P;
	wire [3:0] T196_P;
	wire [3:0] U243_P;
	wire [3:0] U226_P;
	assign nSHRINK[3:0] = ~SHRINK[3:0];
	assign U193_P[0] = ~&{nSHRINK[3:2]};
	assign U193_P[1] = ~&{nSHRINK[3:1]};
	assign U193_P[2] = ~&{nSHRINK[3], ~&{SHRINK[2:1]}};
	assign U193_P[3] = 1'b1;
	assign T196_P[0] = ~|{&{SHRINK[2], ~|{SHRINK[1:0], SHRINK[3]}}, ~|{SHRINK[3:2]}};
	assign T196_P[1] = ~&{nSHRINK[3:0]};
	assign T196_P[2] = ~&{~&{SHRINK[1:0]}, ~|{SHRINK[3:2]}};
	assign T196_P[3] = ~&{nSHRINK[3], ~&{SHRINK[2:0]}};
	assign U243_P[0] = ~|{nSHRINK[3], ~|{SHRINK[2:1]}};
	assign U243_P[1] = ~|{nSHRINK[3:2]};
	assign U243_P[2] = ~|{nSHRINK[3:1]};
	assign U243_P[3] = SHRINK[3];
	assign U226_P[0] = ~&{~&{SHRINK[1:0], nSHRINK[2], SHRINK[3]}, ~&{SHRINK[3:2]}};
	assign U226_P[1] = &{SHRINK[3:0]};
	assign U226_P[2] = ~|{nSHRINK[3], ~|{SHRINK[2:0]}};
	assign U226_P[3] = ~|{~&{SHRINK[3:2]}, ~|{SHRINK[1:0]}};
	FS2 U193(CK, U193_P, 1'b1, ~L, U193_REG);
	BD3 T193A(U193_REG[3], T193A_OUT);
	FS2 T196(CK, T196_P, T193A_OUT, ~L, T196_REG);
	FS2 U243(CK, U243_P, 1'b1, ~L, U243_REG);
	BD3 U258A(U243_REG[3], U258A_OUT);
	FS2 U226(CK, U226_P, U258A_OUT, ~L, U226_REG);
	assign OUTA = T196_REG[3];
	assign OUTB = U226_REG[3];
endmodule
</file>
<file path="run.sh">
#!/bin/bash
# OpenROAD 26Q1-2900-gdf79404cd8, Yosys 0.63+post, stock flow scripts
make -C /OpenROAD-flow-scripts/flow DESIGN_CONFIG=/design/flow/config.mk WORK_HOME=/design/flow/orfs finish
</file>
==> metrics.csv <==
stage,metric,value,unit
status,status,finished with violations,
status,failing checks,setup timing,
logic_synthesis,sequential fraction of the synthesis area,0.566,
layout,fillers,399,
sta,final worst slack,-0.397,ns
logic_synthesis,Unique masters post-synth,18,
clocking,Inserted Clock Buffers,3,
worst_setup_path,FF-to-FF setup slack,0.44,ns
sta,max-slew violation count,0,
drt,routed vias,615,
worst_setup_path,crit path DAT,1.28,ns
clocking,maximum clock path buffer count,2,
worst_setup_path,CP required,0.88,ns
layout,area growth from synthesis to layout,116,%
worst_setup_path,critical-path maximum fanout,1,
drt,ANT cells,0,
sta,RSZ-0062 raised after global routing,true,
run,# Max-Cap Violations,0,
sta,worst-margin pin slew,0.248,ns
global_routing,antenna violations before repair,0,
worst_setup_path,worst path cell trace,buf_2,
worst_setup_path,Critical-path top delay cell,dfxtp_2,
logic_synthesis,yosys cell count,65,
global_routing,vias in the first global route,705,
sta,Post-Route Setup TNS,-1.48,ns
global_routing,busiest grt layer,met2,
logic_synthesis,Ys Warns,3,
sta,WHS,0.425,ns
worst_setup_path,buffers plus inverters on the worst setup path,1,
global_routing,grt ovf,0,
sta,Worst slew margin,0.835,
power_and_ir_drop,pwr dens,1350,nW/µm²
power_and_ir_drop,peak supply drop,1240,µV
floorplan,FP Rows,23,
sta,Clock Skew,0.00708,ns
placed_design,IO buf count,7,
floorplan,IO Pins,8,
placed_design,routability cong.,0.748,
drt,post-route ant nets,0,
global_routing,largest net degree at the start of global routing,10,
drt,Remaining DRCs,0,
logic_synthesis,synthesis area per yosys,566,µm²
clocking,TritonCTS clock tree,built,
placed_design,"Cell Area, Placed",817,µm²
worst_setup_path,Crit path max-delay family,flip-flops,
worst_setup_path,max incr delay on CP,0.30,ns
logic_synthesis,Synth Instances,65,
clocking,clock slew at the register clock pins of the worst setup and hold paths,0.04,ns
floorplan,Die Wd,86,µm
floorplan,fp_density,0.137,
global_routing,GRT met3 Usage,0.0257,
drt,Vias/cell,3.84,
global_routing,global-route usage over all layers,0.0469,
worst_setup_path,Worst Setup Start Kind,flip-flop,
worst_setup_path,CP Class,reg -> out,
floorplan,die area,7400,µm²
clocking,worst-skew pair later-pin latency,0.33,ns
sta,final setup fails,12,
run,OpenROAD warning count,44,
drt,Iter 0 DRT Violations,17,
global_routing,first-pass GRT wire length,2890,µm
power_and_ir_drop,Leak,0.562,nW
worst_setup_path,CP endpoint kind,primary output,
drt,WL per Instance,11.5,µm
logic_synthesis,number of synthesized register bits,16,
layout,design area,1220,µm²
drt,final wirelength,1840,µm
layout,layout cell share with drive strength beyond 1,0.500,
global_routing,GR Layer Usage met1,0.0571,
floorplan,Vert. Die Dim,86,µm
logic_synthesis,Post-Syn Area,566,µm²
clocking,Clk Tree Root Cell,clkbuf_8,
global_routing,GR Util met2,0.0676,
clocking,CTS sink count,16,
min_path,class of the tightest hold or removal check,reg -> reg,
drt,first-pass detailed-route iteration total,4,
placed_design,DP HPWL,808,µm
sta,Final Hold Fails,0,
logic_synthesis,Synth Area per Inst,8.70,µm²
floorplan,core area,4120,µm²
clocking,H-Tree Depth,1,
layout,Finished Core Util,0.296,
==> worst paths after layout <==
kind,end,cells past startpoint,start
worst max-delay path,OUTB,1,U226.Q[3]
worst min-delay path,U243.Q[1],2,U243.Q[0]
worst max register to register,T196.Q[1],1,T196.Q[0]
worst min register to register,U243.Q[1],2,U243.Q[0]
==> metal layers <==
metal | wire [µm] | vias up | share of wire
met4 | 21 | 0 | 0.011
met1 | 838 | 282 | 0.45
met5 | 0 | - | 0
met2 | 863 | 20 | 0.47
li1 | - | 309 | -
met3 | 118 | 4 | 0.064
==> kinds of logic (layout without fill, tap and decap cells) <==
group / after synthesis / count (layout) / share of synthesized area
buf+inv: 8 / 53 / 0.0531
simple gates: 24 / 24 / 0.208
compound gates: 16 / 16 / 0.153
mux: 1 / 1 / 0.0199
flops: 16 / 16 / 0.566
==> cell usage after synthesis <==
| cell | count | area, µm² |
|---|---|---|
| nand4_1 | 1 | 6.26 |
| or3_1 | 1 | 6.26 |
| nor2b_1 | 2 | 12.5 |
| or4_1 | 1 | 7.51 |
| nor2_1 | 2 | 7.51 |
| nor3_1 | 1 | 5.00 |
| a21oi_1 | 6 | 30.0 |
| nand2_1 | 10 | 37.5 |
| o21ai_0 | 8 | 40.0 |
| inv_1 | 3 | 11.3 |
| mux2_2 | 1 | 11.3 |
| dfxtp_1 | 16 | 320 |
| o31ai_1 | 1 | 7.51 |
| nand2b_1 | 3 | 18.8 |
| clkbuf_1 | 5 | 18.8 |
| nand3_1 | 2 | 10.0 |
| a2111oi_0 | 1 | 8.76 |
| nor4_1 | 1 | 6.26 |
==> flip-flops by register name (all words and copies together) (netlist names) <==
register,count
U243.Q,4
U193.Q,4
T196.Q,4
U226.Q,4
==> where the power goes <==
group | internal [mW] | switching (mW) | leakage (nW)
clock network | 0.327 | 0.381 | 0.107
logic | 0.171 | 0.122 | 0.321
registers | 0.630 | 0.0137 | 0.134
total | 1.13 | 0.517 | 0.562
==> metrics by stage <==
stage	total power, mW	cells	worst slack, ns
2_1_floorplan	0.858	65	-0.541
3_3_place_gp	0.903	124	-0.968
3_5_place_dp	0.909	124	-0.991
4_1_cts	1.58	156	-0.391
5_1_grt	1.76	160	-0.437
6_report	1.64	160	-0.397
==> layout make-up <==
class	instances	area, µm²	area share
clock inverter	17	65.1	0.0533
timing repair buffer	31	373	0.306
inverter	2	7.51	0.00615
sequential	16	322	0.264
clock buffer	3	41.3	0.0338
tap	50	62.6	0.0513
multi-input combinational	41	349	0.286
==> placed cells by master (no fill, tap or decap) <==
cell type   count
a2111oi_4       1
a21oi_1         2
a21oi_2         4
buf_12          3
buf_16          1
buf_2           3
buf_4           6
buf_6          12
buf_8           6
clkbuf_8        3
clkinvlp_2      1
dfxtp_1        15
dfxtp_2         1
inv_1          18
mux2_4          1
nand2_1         8
nand2_2         1
nand2_4         1
nand2b_1        2
nand2b_4        1
nand3_2         2
nand4_1         1
nor2_4          2
nor2b_1         1
nor2b_4         1
nor3_4          1
nor4_2          1
o21ai_1         6
o21ai_2         1
o21ai_4         1
o31ai_4         1
or3_1           1
or4_1           1
==> repair_timing <==
item	CTS	global route
resized	48	28
buffers inserted	11	6
cloned	3	0
hold buffers	0	0
setup endpoints to repair	18	12
pin swaps	8	16
No activity file was given, so power comes from the tool's default toggle rates.
